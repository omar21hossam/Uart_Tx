==> design/flow/design.v <==
module FSM #(
    parameter data_width = 8
) (
    input wire Data_Valid,
    input wire PAR_EN,
    input wire SER_Done,
    input wire CLK, RST,
    output reg SER_EN,
    output reg BUSY,
    output reg [1:0] Mux_Sel
);
reg [1:0]  current_state, next_state;
reg BUSY_C;
localparam  IDLE        = 3'b000,
            START       = 3'b001,
            DATA        = 3'b011,
            PARITY      = 3'b010,
            STOP        = 3'b110;
always @(posedge CLK or negedge RST) begin
    if (!RST) begin
        current_state <= IDLE;
    end else begin
        current_state <= next_state;
    end
end
always @(*) begin
    case (current_state)
        IDLE: begin
            if (Data_Valid) begin
                next_state = START;
            end else begin
                next_state = IDLE;
            end
            end
        START: begin
                next_state = DATA;
            end
        DATA: begin
            if (SER_Done) begin
                if (PAR_EN) begin
                    next_state = PARITY;
                end else begin
                    next_state = STOP;
                end
            end else begin
                next_state = DATA;
            end
        end
        PARITY: begin
                next_state = STOP;
        end
        STOP: begin
                next_state = IDLE;
        end
        default: begin
            next_state = IDLE;
        end
    endcase
end
always @(*) begin
    case (current_state)
        IDLE: begin
                SER_EN = 0;
                BUSY_C = 0;
                Mux_Sel = 2'b01;
            end
        START: begin
                SER_EN = 0;
                BUSY_C = 1;
                Mux_Sel = 2'b00;
        end
        DATA: begin
                SER_EN = 1;
                BUSY_C = 1;
                Mux_Sel = 2'b10;
        end
        PARITY: begin
                SER_EN = 0;
                BUSY_C = 1;
                Mux_Sel = 2'b11;
        end
        STOP: begin
                SER_EN = 0;
                BUSY_C = 1;
                Mux_Sel = 2'b01;
        end
        default: begin
                SER_EN = 0;
                BUSY_C = 0;
                Mux_Sel = 2'b01;
        end
    endcase
end
always_ff @(posedge CLK or negedge RST) begin
    if (!RST) begin
        BUSY <= 0;
    end else begin
        BUSY <= BUSY_C;
    end
end
endmodule
module UART_TX #(
    parameter data_width = 8
) (
    input wire [data_width-1:0] P_Data_TOP,
    input wire                  Data_Valid_TOP,
    input wire                  PAR_EN_TOP,
    input wire                  PAR_Type_TOP,
    input wire                  CLK, RST,
    output wire                 TX_OUT_TOP,
    output wire                 BUSY_TOP
);
wire                            SER_Done_TOP;
wire                            SER_EN_TOP;
wire                            SER_Data_TOP;
wire                            PAR_Bit_TOP;
wire     [1:0]                  Mux_Sel_TOP;
Serializer U_serializer(
.P_Data(P_Data_TOP),
.SER_EN(SER_EN_TOP),
.CLK(CLK), 
.RST(RST),
.SER_Done(SER_Done_TOP),
.SER_Data(SER_Data_TOP)
);
FSM U_FSM(
.Data_Valid(Data_Valid_TOP),
.PAR_EN(PAR_EN_TOP),
.SER_Done(SER_Done_TOP),
.CLK(CLK),
.RST(RST),
.SER_EN(SER_EN_TOP),
.BUSY(BUSY_TOP),
.Mux_Sel(Mux_Sel_TOP)
);
PAR_CALC U_PAR_CALC (
.P_Data(P_Data_TOP),
.Data_Valid(Data_Valid_TOP),
.PAR_Type(PAR_Type_TOP),
.CLK(CLK),
.RST(RST),
.PAR_Bit(PAR_Bit_TOP)
);
Mux4x1 U_MUX(
.SER_Data(SER_Data_TOP),
.PAR_Bit(PAR_Bit_TOP),
.Mux_Sel(Mux_Sel_TOP),
.CLK(CLK),
.RST(RST),
.TX_Out(TX_OUT_TOP)
);
endmodule
module Mux4x1(
    input wire                  SER_Data,
    input wire                  PAR_Bit,
    input wire   [1:0]          Mux_Sel,
    input wire                  CLK, RST,
    output reg                  TX_Out
);
reg mux_out;
always @(posedge CLK or negedge RST) begin
    if (!RST) begin
        TX_Out <= 0;
    end else begin
        TX_Out <= mux_out;
    end
end
always @(*) begin
    case (Mux_Sel)
        2'b00: begin
            mux_out = 1'b0;
        end
        2'b01: begin
            mux_out = 1'b1;
        end
        2'b11: begin
            mux_out = PAR_Bit;
        end
        2'b10:begin
            mux_out = SER_Data;
        end
    endcase
end
endmodule
module PAR_CALC #(
    parameter data_width = 8
) (
    input wire [data_width-1:0] P_Data,
    input wire                  Data_Valid,
    input wire                  PAR_Type,
    input wire                  CLK, RST,
    output reg                  PAR_Bit        
);
always @(posedge CLK or negedge RST) begin
    if (!RST) begin
        PAR_Bit <= 0;
    end else if (Data_Valid) begin
        case (PAR_Type)
        1'b0:
            PAR_Bit <= ^P_Data;
        1'b1:
            PAR_Bit <= ~(^P_Data);
        endcase
    end
    else begin
        PAR_Bit <= 0;
    end
end
endmodule
module Serializer #(
    parameter data_width = 8
) (
    input wire [data_width-1:0] P_Data,
    input wire                  SER_EN,
    input wire                  CLK, RST,
    output reg                  SER_Done,
    output reg                  SER_Data
);
reg [2:0] i;
always @(posedge CLK or negedge RST) begin
    if (!RST) begin
        SER_Data <= 1'b0;
        SER_Done <= 1'b0;
        i <= 0;
    end 
    else if (SER_EN) begin
        if (i < data_width -1) begin
            SER_Data <= P_Data[i];
            i = i + 1;
        end
    end
    else begin
        SER_Data <= 1'b0;
        SER_Done <= 1'b0;
        i <= 0;
    end
end
endmodule
==> design/flow/run.sh <==
#!/bin/bash
# OpenROAD 26Q1-2900-gdf79404cd8, Yosys 0.63+post, stock flow scripts
make -C /OpenROAD-flow-scripts/flow DESIGN_CONFIG=/design/flow/config.mk WORK_HOME=/design/flow/orfs finish
==> design/flow/config.mk <==
export PLATFORM = sky130hd
export DESIGN_NAME = UART_TX
export DESIGN_NICKNAME = UART_TX
export VERILOG_FILES = /design/flow/design.v
export SDC_FILE = /design/flow/constraint.sdc
export NUM_CORES = 4
export LEC_CHECK = 1
export CORE_AREA = 10 10 70 70
export DIE_AREA = 0 0 80 80
==> design/flow/constraint.sdc <==
current_design UART_TX

set clk_period 2.6
set clk_io_pct 0.2

create_clock -name clk0 -period $clk_period [get_ports {CLK}]

set non_clock_inputs [all_inputs -no_clocks]
set_input_delay [expr $clk_period * $clk_io_pct] -clock clk0 $non_clock_inputs
set_output_delay [expr $clk_period * $clk_io_pct] -clock clk0 [all_outputs]
==> results.yml <==
# synthesis and place-and-route metrics
route:
  drt-vias-per-instance: 2.99
  wl_per_cell_um: 8.77
  ant_nets: 0
  dr.pass1.iters: 4
  num_antenna_cells: 0
  drt_iter0_markers: 18
  drc: 0
  wl_um: 763
  vias: 260
clock_tree:
  ctsResizeCount: 0
  cts_setup_buffers: 0
  insertion_delay_ns: 0.26
  htreeDepth: 1
  cts_buffer_depth: 2
  clkTransAtPathRegs_ns: 0.06
  hold_buffers: 0
  cts_sinks: 8
  numCtsBuffers: 3
  cts_tree: "done"
  clockRootBuffer: "clkbuf_4"
floorplan:
  fp.dieW_um: 80
  fp.dieH_um: 80
  num_io_pins: 15
  core-area_mm2: 0.00342
  die_area_mm2: 0.00640
  num_rows: 21
  fp_util_pct: 10.0
critical_path:
  path_delay_family: "buffers and inverters"
  worst-path-max-fanout: 3
  crit_path_end_kind: "output pin"
  critPathKind: "flip-flop to output pin"
  required_ns: 2.08
  cp.depth: 1
  start_kind: "flip-flop"
  r2r_cells: 3
  max_stage_delay_ns: 0.47
  cpMaxStageDelayCell: "clkdlybuf4s50_1"
  path_buffers: 1
  path_cells: "clkdlybuf4s50_1"
  arrival_ns: 1.08
timing:
  finalClockSkew_ns: 0.00922
  fin_tns_setup_ns: 0
  finalMaxSlewViolations: 0
  setup-violations-final: 0
  whs_ns: 0.484
  rsz0062_at_grt: "false"
  fin_crit_ns: 1.60
  fin_ws_ns: 1.00
  hold_violations: 0
  worst_pin_slew_ns: 0.340
  maxSlewHeadroom_pct: 77.3
  fmaxAchievable_ghz: 0.625
  min_period_over_period_pct: 61.6
power:
  power_mw: 0.247
  powerDensity_mw_per_mm2: 462
  p_leak_nw: 0.215
  vdd_drop_max_v: 0.0000645
placement:
  dp_worst_setup_slack_ns: 0.862
  place_congestion: 0.779
  placedCellCount: 83
  port_buffers: 11
  post_dp_cell_area_um2: 509
final_layout:
  logic_area_um2: 140
  num-fill-cells: 379
  final_area_um2: 536
  area_growth_pct: 56.8
  instances_no_fill: 87
  layout-drive-gt1-share_pct: 17.1
  seq_area_um2: 201
  post-route-util_pct: 15.7
synthesis:
  top_cells_by_area: "dfrtp_1, mux4_2, dfstp_2"
  synth_seq_share_pct: 59.0
  synth-edff-count: 0
  synth.top_cell.area_share_pct: 51.3
  flop_cell: "dfrtp_1"
  synthCells: 26
  synth_area_um2: 342
  ys_warn_count: 4
  yosys-top-cells-count: "dfrtp_1, nand2_1, a31oi_1, mux4_2, nor3_1"
  synth_top_cell_by_area: "dfrtp_1"
  top_cell: "dfrtp_1"
  synthArstFlopShare_pct: 100
  yosys_area_um2: 342
  syn_area_per_cell_um2: 13.1
  ys_cells: 26
  synth.distinct_cells: 14
  numSynthFlops: 8
global_routing:
  grt_max_degree: 9
  antenna_found_initial: 0
  gr-usage-all-layers_pct: 2.53
  grt.overflow.total: 0
  first_global_vias: 288
  grt_pass1_wl_mm: 1.33
job:
  warnings: 28
  cap_viol_max_count: 0
hold_path:
  hold_depth: 1
  hold_class: "flip-flop to flip-flop"
outcome:
  status: "complete, no violations"
[cell usage in the layout (no fill, tap or decap)]
cell             instances
a21boi_0                 1
nor2b_1                  1
clkbuf_1                 1
nor2_1                   1
mux4_2                   2
clkbuf_4                 3
nor3_1                   2
a31oi_1                  2
clkdlybuf4s50_1         11
mux2i_1                  1
or2_2                    1
ha_1                     1
dfstp_2                  1
nand2_1                  4
dfrtp_1                  7
o21ai_0                  1
and2_1                   1
[final timing paths]
| check | end | slack, ns | startpoint |
|---|---|---|---|
| worst min register to register | U_serializer.i[1]$_DFFE_PN0P_ | 0.48 | U_FSM.current_state[2]$_DFF_PN0_ |
| max in group asynchronous | U_FSM.current_state[0]$_DFF_PN1_ | 1.76 | RST |
| worst min-delay path | U_serializer.i[1]$_DFFE_PN0P_ | 0.48 | U_FSM.current_state[2]$_DFF_PN0_ |
| worst max-delay path | BUSY_TOP | 1.0 | U_FSM.current_state[3]$_DFF_PN0_ |
| worst max register to register | U_serializer.SER_Data$_DFFE_PN0P_ | 1.28 | U_serializer.i[2]$_DFFE_PN0P_ |
| min in group asynchronous | U_serializer.SER_Data$_DFFE_PN0P_ | 0.53 | RST |
[power by group]
part	leakage, nW	internal [mW]	switching [mW]
Clock	0.0150	0.0588	0.0432
Combinational	0.115	0.0147	0.00488
Sequential	0.0849	0.125	0.000370
[cells by family after synthesis]
logic type,synth area share [%]
and+or+nand+nor,13.9
DFF,59.0
AOI/OAI and AO/OA,7.32
muxes,16.1
adders and majority gates,3.66
[state kept, by name, indices dropped and copies added (netlist names)]
signal	flops
U_serializer.i	3
U_MUX.TX_Out	1
U_FSM.current_state	3
U_serializer.SER_Data	1
[routing by layer]
layer  track usage [%]  vias up  part of all wire (%)
li1                  -      124                     -
met1              3.42      121                    46
met2              3.21       13                    39
met3              1.25        2                    13
met4              1.23        0                   2.8
met5                 0        -                     0
[area by class of cell]
class	count	area share, %
flip-flops and latches	8	37.6
multi-input cells	18	26.2
repair buffers	11	20.6
well taps	46	10.7
clock buffers	4	4.91
Power and IR drop assume default switching activity.
